`flow/run.sh`:
```
#!/bin/bash
# OpenROAD 26Q1-2900-gdf79404cd8, Yosys 0.63+post, stock flow scripts
make -C /OpenROAD-flow-scripts/flow DESIGN_CONFIG=/design/flow/config.mk WORK_HOME=/design/flow/orfs finish
```
`flow/constraint.sdc`:
```
current_design blram

set clk_period 11.7
set clk_io_pct 0.2

create_clock -name clk0 -period $clk_period [get_ports {clk}]

set non_clock_inputs [all_inputs -no_clocks]
set_input_delay [expr $clk_period * $clk_io_pct] -clock clk0 $non_clock_inputs
set_output_delay [expr $clk_period * $clk_io_pct] -clock clk0 [all_outputs]
```
`flow/design.v`:
```
module blram(clk, rst, i_we, i_addr, i_ram_data_in, o_ram_data_out);
parameter SIZE = 6;
parameter DEPTH = 64;
parameter TEST_CASE = 1;
input clk; 
input rst;
input i_we;
input [SIZE-1:0] i_addr;
input [9:0] i_ram_data_in;
output reg [9:0] o_ram_data_out;
reg [9:0] memory[0:DEPTH-1];
always @(posedge clk) begin
  o_ram_data_out <= #1 memory[i_addr[SIZE-1:0]];
  if (i_we)
		memory[i_addr[SIZE-1:0]] <= #1 i_ram_data_in;
end 
initial begin
    if(TEST_CASE == 1) begin
	   memory[0] = 10'b0000_110010;  
memory[1] = 10'b0010_110011;  
memory[2] = 10'b0001_110100;  
memory[3] = 10'b1001_000000;  
memory[50] = 10'b0000_000101;  
memory[51] = 10'b0000_001010;  
	end else if(TEST_CASE == 2) begin
	   memory[0] = 10'b0000_110010;  
memory[1] = 10'b0100_110011;  
memory[2] = 10'b0001_110100;  
memory[3] = 10'b1001_000000;  
memory[50] = 10'b0000_000101;  
memory[51] = 10'b0000_001010;  
	end else if(TEST_CASE == 3) begin
	   memory[0]= 10'b0000_110011;  
memory[1]= 10'b0011_110001;  
memory[2]= 10'b0111_001010;  
memory[3]= 10'b0000_110000;  
memory[4]= 10'b0010_110010;  
memory[5]= 10'b0001_110000;  
memory[6]= 10'b0000_110001;  
memory[7]= 10'b0010_101110;  
memory[8]= 10'b0001_110001;  
memory[9]= 10'b0110_000000;  
memory[10]= 10'b0000_110000;  
memory[11]= 10'b0001_110100;  
memory[12]= 10'b1001_000000; 
memory[46]= 10'b1;  
memory[48]= 10'b0;  
memory[49]= 10'b0;  
memory[50]= 10'b0000000101;  
memory[51]= 10'b0000001010;  
	end
end 
endmodule
```
`flow/config.mk`:
```
export PLATFORM = sky130hd
export DESIGN_NAME = blram
export DESIGN_NICKNAME = blram
export VERILOG_FILES = /design/flow/design.v
export SDC_FILE = /design/flow/constraint.sdc
export NUM_CORES = 4
export LEC_CHECK = 1
export CORE_UTILIZATION = 40
```
==> results.txt <==
impl run done, here's what came out: CTS sink count 650, Detailed Place HPWL between 30000 and 40000 microns, cell type with the largest total area after synthesis sky130_fd_sc_hd__edfxtp_1, hold-fix buffer count after cts 0, leakage power of the design ~9.1 nW, cell area reported after detailed placement 26540 sq um, initial antenna violation count 1, overall die area 63630 sq um, VDD IR max ~0.084 mV, number of hold violations in the final report 0, Worst Max-Slew Pin Slew 1.073 ns, final critical-path required period between 5 and 6 ns, Primary FF master, synth sky130_fd_sc_hd__edfxtp_1, async set-or-reset flop fraction in the synthesized netlist 0%, headroom to the max-slew limit 27.92%, number of failing setup endpoints in the final timing report 0, fin crit share 49.90%, P&R area growth vs syn 14.00%, Clk pin slew, worst setup/hold paths ~0.060 ns, clock tree from TritonCTS built, mean post-synth cell area 17.52 sq um, number of max-cap violations 0, final weighted congestion in routability-driven placement around 0.95, IO Count 29, final setup TNS 0 ns, Crit Path Max Fanout 43, total cells reported by yosys after synthesis 1430, overall die width roughly 250 microns, Req. time, crit path 12.14 ns, cell at the root of the clock tree sky130_fd_sc_hd__clkbuf_16, worst-case hold slack 0.7988 ns, number of flip-flops and latches in the synthesized netlist 650, router iterations before antenna repair 5, power per standard cell area 169.7 nW/um^2, number of warnings printed during yosys synthesis 1, post-layout instance area ~29000 sq um, clk_skew 0.01504 ns, yosys synthesis chip area roughly 25000 sq um, number of buffers on the longest clock path 3, average wire length per cell after detail routing about 28 microns, Vias per Instance 5.865, final antenna-violating net count 0, PnR worst setup slack 5.862 ns, placeable core region between 60000 and 70000 sq um, worst skew pair latency roughly 0.59 ns, vertical die dimension 252.3 microns, postcts setup bufs 0, highest achievable clock rate around 170 MHz, worst min path class flip-flop to flip-flop, number of core rows 91, total number of vias 14090, FP Util approximately two fifths, startpoint type of the worst setup path primary input, count of flip-flops with a built-in enable after synthesis 640, register area share after synthesis 77.51%, count of unique library cells instantiated by Yosys 54, first-pass GRT wire length 96970 microns, fraction of layout instances using a drive strength above 1 between 15 and 20%, number of global-route vias before repair between 10000 and 15000, setup slack at placement about 5.3 ns, cell area after synthesis ~25000 sq um, overflow left after global routing 0, Data arrival, critical path ~6.3 ns, status completed, number of logged tool warnings 26, pin count of the biggest net entering global routing roughly 65, Dominant cell area share 76.72%, Detailed Route WL 66290 microns, kind of critical path primary input to flip-flop, DRC violations left 0, Port Buffers 27, RSZ-0062 raised after global routing no, Critical Path End Type flip-flop, 1st-iter DRT viols approximately 1100, H-tree depth 3, top cells by count, synth 640 x sky130_fd_sc_hd__edfxtp_1, 100 x sky130_fd_sc_hd__a221oi_1, 98 x sky130_fd_sc_hd__nor2_1, most repeated cell in the gate-level netlist after synthesis sky130_fd_sc_hd__edfxtp_1, post-cts repair resize count 0, final-report max-slew violation count 0, number of clock buffers inserted by TritonCTS around 66, synthesized instance count ~1400, Global Route Usage Sum 23.08%, top area cells in the synthesized netlist sky130_fd_sc_hd__edfxtp_1 77%, sky130_fd_sc_hd__a221oi_1 3.5%, sky130_fd_sc_hd__mux2i_1 2.3%, sky130_fd_sc_hd__a22oi_1 1.9%, sky130_fd_sc_hd__mux2_2 1.5%
==> report_power, final <==
part	internal, W	total [W]	switching [W]	leakage [nW]
Combinational	0.0000836	0.000275	0.000192	2.25
Clock	0.00115	0.00199	0.000833	0.987
Sequential	0.00258	0.00258	0.00000519	5.84
==> per-stage QoR <==
stage          utilization [%]  power, W  std cells
6_report                 46.19  0.004846       2402
5_1_grt                  46.19  0.004977       2401
4_1_cts                  46.19  0.004880       2401
3_5_place_dp             42.93  0.002907       2286
3_3_place_gp             42.93  0.002904       2286
2_1_floorplan                -  0.002771       1430
==> sequential cells by signal, summed over array words and instances (netlist names) <==
| name | cells |
|---|---|
| o_ram_data_out | 10 |
| memory | 640 |
==> final timing paths <==
| check | end | slack, ns | from | cells past startpoint |
|---|---|---|---|---|
| setup / recovery | o_ram_data_out[9] | 5.86 | i_addr[2] | 10 |
| hold / removal | o_ram_data_out[8] | 0.80 | memory[24][8] | 4 |
| setup reg to reg | o_ram_data_out[7] | 9.32 | memory[59][7] | 6 |
| hold reg to reg | o_ram_data_out[8] | 0.80 | memory[24][8] | 4 |
==> layer usage <==
layer / part of all wire, % / GRT usage, % / up-vias / wire (microns)
met2: 47 / 34.58 / 813 / 31100
met3: 14 / 14.11 / 118 / 9552
li1: - / - / 6118 / -
met1: 36 / 29.94 / 7038 / 23700
met5: 0 / 0.4633 / - / 0
met4: 2.9 / 5.489 / 0 / 1932
==> critical path, cell delays in order <==
cell,delay (ns)
sky130_fd_sc_hd__buf_6,0.30
sky130_fd_sc_hd__buf_4,0.60
sky130_fd_sc_hd__buf_4,0.54
sky130_fd_sc_hd__inv_2,0.28
sky130_fd_sc_hd__buf_4,0.39
sky130_fd_sc_hd__a21oi_1,0.20
sky130_fd_sc_hd__a211oi_1,0.07
sky130_fd_sc_hd__a311oi_1,0.72
sky130_fd_sc_hd__o22ai_1,0.19
sky130_fd_sc_hd__or3_1,0.49
==> final cells by class <==
class | count | area (sq um)
antenna | 1 | 2.502
clock buffer | 88 | 1818
clock inverter | 27 | 198.9
fill | 5116 | 33270
inverter | 3 | 11.26
multi-input combinational | 668 | 5089
sequential | 650 | 19420
tap | 837 | 1047
timing repair buffer | 128 | 974.7
==> cells by family after synthesis <==
logic type | count (synthesis) | share of synthesized area, %
AND/OR/NAND/NOR | 189 | 3.431
buffers and inverters | 112 | 2.317
flip-flops | 650 | 77.51
multiplexers | 109 | 5.419
AND-OR/OR-AND | 370 | 11.32
==> cell usage in the layout, fill, tap and decap left out, drive strengths merged, types with 11 or more instances in the layout <==
cell type	count
edfxtp	640
buf	114
a221oi	103
nor2	98
clkbuf	88
a22oi	65
mux2i	58
o22ai	45
mux2	34
nand2	30
a21oi	30
o22a	22
clkinv	22
o21ai	20
mux4	17
clkdlybuf4s50	14
nand3	13
a31oi	13
a211oi	13
a221o	11
Power and IR drop assume default switching activity.
